[run.sh]
#!/bin/bash
# OpenROAD 26Q1-2900-gdf79404cd8, Yosys 0.63+post, stock flow scripts
make -C /OpenROAD-flow-scripts/flow DESIGN_CONFIG=/design/flow/config.mk WORK_HOME=/design/flow/orfs finish
[config.mk]
export PLATFORM = sky130hd
export DESIGN_NAME = servo
export DESIGN_NICKNAME = servo
export VERILOG_FILES = /design/flow/design.v
export SDC_FILE = /design/flow/constraint.sdc
export NUM_CORES = 4
export LEC_CHECK = 1
export CORE_UTILIZATION = 30
[constraint.sdc]
current_design servo

set clk_period 8.5
set clk_io_pct 0.2

create_clock -name clk0 -period $clk_period [get_ports {clock_in}]

set non_clock_inputs [all_inputs -no_clocks]
set_input_delay [expr $clk_period * $clk_io_pct] -clock clk0 $non_clock_inputs
set_output_delay [expr $clk_period * $clk_io_pct] -clock clk0 [all_outputs]
[design.v]
module servo(clock_in, out, duty);
input clock_in;  
input [31:0] duty;
output reg out;  
reg[31:0] counter= 28'd0;
parameter DIVISOR = 28'd3;
initial counter = 0;
initial out = 0;
always @(posedge clock_in) begin
    if(counter > 32'd2000000) begin
        counter = 32'd0;
    end
    if (counter > duty) begin
        out <= 0;
    end
    else begin
        out <= 1;
    end
        counter <= counter + 28'd1;
end 
endmodule
==> impl_metrics.py <==
# Synthesis and PnR figures
metrics = {
    "outcome": {
        "status": "finished, final reports clean",
    },
    "worst_setup_path": {
        "critPathKind": "primary input to register",
        "worstPathRequired_ns": 8.68,
        "crit_path_end": "out$_DFF_P_",
        "r2r-start": "counter[3]$_DFF_P_",
        "cp_slowest_stage_delay_ns": 0.45,
        "worst-path-max-fanout": 2,
        "cp.arrival_ns": 3.60,
        "worst_r2r_endpoint": "counter[18]$_DFF_P_",
        "startpoint": "duty[19]",
        "worstSetupEndpointType": "register",
        "crit_chain": "clkdlybuf4s50_1 -> inv_1 -> ha_1 -> nand4_1 -> nor4_1 -> o221ai_1 -> a311oi_1 -> o21ai_1",
        "slowest_stage": "clkdlybuf4s50_1",
        "reg2reg_slack_ns": 5.35,
        "reg2reg_depth": 13,
        "cp-start-kind": "primary input",
    },
    "placement": {
        "routabilityCongestion": 0.786,
        "pre_cts_slack_ns": 4.72,
        "numPortBuffers": 33,
        "place_inst": 405,
        "hpwl_mm": 3.36,
    },
    "route": {
        "drt-initial-drc-count": 66,
        "n_antenna_cell": 0,
        "dr_total_vias": 1784,
        "ant_nets": 0,
        "avgViaCountPerCell": 4.32,
        "routed_wl_mm": 4.11,
        "firstDrtPassIters": 4,
        "drc_errors": 0,
        "wl_per_cell_um": 9.94,
    },
    "synth": {
        "yosysTopAreaCell": "dfxtp_1",
        "top_area_share_pct": 29.9,
        "topCellsByArea": "dfxtp_1 30%, ha_1 19%, inv_1 6.1%, and2_1 4.8%, xor2_1 4.0%",
        "async_reset_ff_share_pct": 0,
        "flop_cell": "dfxtp_1",
        "ys.flops": 33,
        "synth.distinct_cells": 43,
        "ys_area_um2": 2210,
        "syn_area_um2": 2210,
        "syn_inst": 261,
        "yosys_cells": 261,
        "synth.avg_cell_area_um2": 8.45,
        "ys_seq_share_pct": 29.9,
        "synth-edff-count": 0,
        "yosysWarnings": 1,
    },
    "clock_network": {
        "ctsResizeCount": 0,
        "cts_htree_levels": 2,
        "path_clk_slew_ns": 0.07,
        "cts_buffer_depth": 2,
        "holdBufCountCts": 0,
        "clock_latency_ns": 0.29,
        "post-cts-setup-buffers": 0,
        "cts_tree": "done",
        "clockRootBuffer": "clkbuf_8",
        "cts_sinks": 33,
        "tritoncts.num_buffers": 5,
    },
    "final_timing": {
        "max_slew_margin_pct": 54.9,
        "hold_slack_ns": 0.510,
        "tns_ns": 0,
        "fin_skew_ns": 0.00683,
        "fmax_mhz": 292,
        "finalHoldViolCount": 0,
        "period_needed_ns": 3.42,
        "setup_viol": 0,
        "fin_ws_ns": 5.08,
        "rsz0062_at_grt": "false",
        "tightest_slew_ns": 0.676,
        "period_used_pct": 40.3,
        "slew_violations": 0,
    },
    "global_routing": {
        "grt_pass1_vias": 1698,
        "grt_antenna_before_repair": 0,
        "grt_max_degree": 21,
        "grt.total_usage_pct": 11.6,
        "grt_overflow": 0,
        "grt_pass1_wl_mm": 7.10,
    },
    "die": {
        "die_w_um": 87.8,
        "core_um2": 6940,
        "pin_count": 34,
        "die_h_um": 87.8,
        "fp_util_pct": 31.8,
        "rows": 30,
        "die_area_um2": 7700,
    },
    "finish": {
        "instances_no_fill": 413,
        "area_growth_pct": 27.2,
        "drive_gt1_share_pct": 7.89,
        "lay_top_cells": "36 x inv_1, 33 x ha_1, 33 x dfxtp_1, 33 x clkdlybuf4s50_1, 22 x conb_1",
        "layout_top_cell": "inv_1",
    },
    "min_path": {
        "hp-class": "register to register",
    },
    "power_and_ir_drop": {
        "power_w": 0.000346,
        "leakage_nw": 1.27,
        "vdd.ir_drop.worst_mv": 0.0619,
        "p_per_area_nw_per_um2": 123,
    },
    "job": {
        "warnings": 25,
        "cap_violations": 0,
    },
}
==> report_power, final <==
group	internal [W]	switching (W)
Sequential	0.000158	0.000000863
Clock	0.0000877	0.0000617
Combinational	0.0000229	0.0000145
==> Yosys cell counts (8+ instances only) <==
master and count:
dfxtp_1 33, and2_1 17, ha_1 33, inv_1 36, xor2_1 10, nand2_1 13
nand3_1 11, nand4_1 10, nor2_1 17, nor2_2 8
==> kinds of logic after synthesis <==
group                    Yosys count  share of synthesized area (%)
XOR/XNOR                          17                           7.09
flip-flops                        33                           29.9
other                              1                          0.170
buffers and inverters             43                           8.28
AND-OR/OR-AND                     34                           9.70
AND/OR/NAND/NOR                  100                           26.1
adder cells (fa/ha/maj)           33                           18.7
==> critical path: cells and delay by family <==
family                   cells  cell delay, ns
adder cells (fa/ha/maj)      1            0.30
AND-OR/OR-AND                3            0.54
buffers and inverters        2            0.49
AND/OR/NAND/NOR              2            0.56
==> metal layers <==
metal / up-vias / GRT usage [%] / part of all wire [%]
met3: 7 / 1.72 / 3.3
met5: - / 0 / 0
li1: 975 / - / -
met4: 0 / 2.38 / 2.5
met2: 26 / 20.2 / 46
met1: 776 / 15.6 / 48
==> sequential cells by signal, indices dropped and copies added, names as in the netlist <==
signal / flops
counter: 32
out: 1
==> worst min-delay path by stage <==
stage	slack [ns]	end	startpoint	cells after the start
final	0.51	counter[0]$_DFF_P_	counter[0]$_DFF_P_	1
after global routing	0.54	counter[0]$_DFF_P_	counter[0]$_DFF_P_	1
after CTS	0.51	counter[0]$_DFF_P_	counter[0]$_DFF_P_	1
==> final cells by class <==
cell class                      instances  area [µm²]
Fill cell                             687        4140
Multi-Input combinational cell        206        1440
Sequential cell                        33         661
Timing Repair Buffer                   33         330
Inverter                               37         139
Tap cell                               96         120
Clock buffer                            5        68.8
Clock inverter                          3        46.3
==> metrics by stage <==
step / instance area, µm² / utilization (%)
finish: 2810 / 40.4
global route: 2810 / 40.4
CTS: 2810 / 40.4
detailed placement: 2690 / 38.8
global placement: 2690 / 38.8
floorplan: 2280 / -
